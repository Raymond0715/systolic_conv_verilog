## flow/run.sh

```bash
#!/bin/bash
# OpenROAD 26Q1-2900-gdf79404cd8, Yosys 0.63+post, stock flow scripts
make -C /OpenROAD-flow-scripts/flow DESIGN_CONFIG=/design/flow/config.mk WORK_HOME=/design/flow/orfs finish
```

## flow/design.v

```verilog
`timescale 1ns/1ps
module Dmover_multich_wr (
	input clk   ,
	input rst_n ,
	input   [31:0]      s_axis_dmwconfig_tdata  ,
	input               s_axis_dmwconfig_tvalid ,
	output  reg         s_axis_dmwconfig_tready ,
	input   [127:0]     s_axis_dmw_tdata    ,
	input               s_axis_dmw_tvalid   ,
	output              s_axis_dmw_tready   ,
	input               m_axis_s2mm_cmd_tready  ,
	output  reg [71:0]  m_axis_s2mm_cmd_tdata   ,
	output  reg         m_axis_s2mm_cmd_tvalid  ,
	input   [7:0]       s_axis_s2mm_sts_tdata   ,
	input               s_axis_s2mm_sts_tvalid  ,
	input               s_axis_s2mm_sts_tlast   ,
	input               s_axis_s2mm_sts_tkeep   ,
	output  reg         s_axis_s2mm_sts_tready = 1  ,
	input               m_axis_dmw_tready   ,
	output      [127:0] m_axis_dmw_tdata    ,
	output              m_axis_dmw_tvalid   ,
	output  reg         m_axis_dmw_tlast = 1'b0    ,
	output  reg [15:0]  m_axis_dmw_tkeep = 16'hffff ,
	input               m_axis_output2ps_tready,
	output     [127:0]  m_axis_output2ps_tdata,
	output              m_axis_output2ps_tvalid,
	output reg          m_axis_output2ps_tlast,
	output reg [15:0]   m_axis_output2ps_tkeep = 16'hffff,
	output     [31:0]   cnt_unit_wire,
	output     [15:0]   len_unit_wire,
	output     [15:0]   cnt_package_wire,
	output              s_axis_dmw_tready_en_wire,
	output     [3:0]    status_dmw
);
	reg [3:0]   w_rsvd ='d0;
	reg [3:0]   w_tag ='d0;
	reg         w_drr ='d0;
	reg         w_eof ='d0;
	reg [5:0]   w_dsa ='d0;
	reg         w_type ='d1;
	wire[22:0]  w_btt;
	reg [31:0]  w_addr;  
	wire [71:0] w_cmd;
	assign w_cmd = {w_rsvd, w_tag, w_addr, w_drr, w_eof, w_dsa, w_type, w_btt};
	reg [15:0]  len_unit ;
	reg [7 :0]  w_tile;
	reg [15:0]  chout_perwtile;
	reg [11:0]  chout_group_perwram;
	reg [11:0]  img_w, img_h;
	reg [31:0]  act_len;
	reg         switch_sampling;
	reg         output_sink;
	reg [15:0]    cnt_channel;
	reg [15:0]    cnt_package;
	reg [31:0]    cnt_unit;
	reg [31:0]    cnt_sdk_data;
	reg [7 :0]    cnt_tile;
	reg [22:0]   addr_unit;
	reg [31:0]   addr_base;
	reg [31:0]   channel_shift;
	reg [2:0]   config_cnt;
	reg         cal_over;
	reg         s_axis_dmw_tready_en;
	assign s_axis_dmw_tready = s_axis_dmw_tready_en & m_axis_dmw_tready;
	assign m_axis_dmw_tvalid = ~output_sink & s_axis_dmw_tready_en & s_axis_dmw_tvalid;
	assign m_axis_dmw_tdata = s_axis_dmw_tdata;
	assign m_axis_output2ps_tvalid = output_sink & s_axis_dmw_tvalid;
	assign m_axis_output2ps_tdata = s_axis_dmw_tdata;
	assign w_btt = addr_unit;
	reg [2:0]   c_state;
	reg [2:0]   n_state;
	reg         init_weight;
	assign cnt_unit_wire = cnt_unit;
	assign len_unit_wire = len_unit;
	assign cnt_package_wire = cnt_package;
	assign s_axis_dmw_tready_en_wire = s_axis_dmw_tready_en;
	assign status_dmw = c_state;
	localparam CONFIG           = 3'b000;
	localparam PARA_CAL         = 3'b001;
	localparam DMOVER_CONFIG    = 3'b011;
	localparam DMOVER_WR        = 3'b010;
	localparam ADDR_UPDATE      = 3'b110;
	localparam END              = 3'b100;
	localparam SDK_OUTPUT       = 3'b101;
	always @(posedge clk) begin
		if(~rst_n) begin
			c_state <= END ;
		end
		else begin
			c_state <= n_state  ;
		end
	end
	always @(*) begin
		if(~rst_n) begin
			n_state = END ;
		end
		else begin
			case(c_state)
				CONFIG: begin
					if(config_cnt == 4 && ~output_sink && ~init_weight) begin
						n_state = DMOVER_CONFIG;
					end
					else if (config_cnt == 4 && output_sink && ~init_weight) begin
						n_state = SDK_OUTPUT;
					end
					else begin
						n_state = CONFIG ;
					end
				end
				DMOVER_CONFIG: begin
					if(m_axis_s2mm_cmd_tvalid & m_axis_s2mm_cmd_tready) begin
						n_state = DMOVER_WR ;
					end
					else begin
						n_state = DMOVER_CONFIG ;
					end
				end
				DMOVER_WR: begin
					if(s_axis_dmw_tvalid & (cnt_unit + 1'b1 == len_unit)) n_state = ADDR_UPDATE;
					else n_state = DMOVER_WR;
				end
				ADDR_UPDATE: begin
					if(cal_over) n_state = END;
					else n_state = DMOVER_CONFIG;
				end
				SDK_OUTPUT: begin
					if (m_axis_output2ps_tlast) n_state = END;
					else n_state = SDK_OUTPUT;
				end
				END: begin
					n_state = CONFIG ;
				end
				default: begin
					n_state = CONFIG ;
				end
			endcase
		end
	end
	always @(posedge clk) begin
		if(~rst_n) begin
			config_cnt             <= 'd0;
			cnt_tile               <= 'd0;
			m_axis_s2mm_cmd_tvalid <= 'd0;
			s_axis_dmw_tready_en   <= 'd0;
			cal_over               <= 'd0;
			cnt_sdk_data           <= 'd0;
			m_axis_output2ps_tlast <= 'd0;
		end else begin
			case(n_state)
				CONFIG: begin
					case (config_cnt)
						0:begin
							s_axis_dmwconfig_tready <= 'd1;
							m_axis_s2mm_cmd_tvalid  <= 'd0;
							s_axis_dmw_tready_en    <= 'd0;
							cnt_channel             <= 'd0;
							cnt_unit                <= 'd0;
							cnt_package             <= 'd0;
							cal_over                <= 'd0;
							if (s_axis_dmwconfig_tvalid & s_axis_dmwconfig_tready) begin
								config_cnt  <= config_cnt + 1'b1;
								{init_weight, switch_sampling, output_sink, chout_perwtile, chout_group_perwram} <=
									s_axis_dmwconfig_tdata;
							end
						end
						1:begin
							s_axis_dmwconfig_tready <= 1;
							if (s_axis_dmwconfig_tvalid & s_axis_dmwconfig_tready) begin
								config_cnt  <= config_cnt + 1'b1;
								img_w <= switch_sampling ?
									s_axis_dmwconfig_tdata[11: 1]
									: s_axis_dmwconfig_tdata[11: 0];
								img_h <= switch_sampling ?
									s_axis_dmwconfig_tdata[23:13]
									: s_axis_dmwconfig_tdata[23:12];
								w_tile <= s_axis_dmwconfig_tdata[31:24];
							end
						end
						2:begin
							s_axis_dmwconfig_tready <= 1 ;
							if (s_axis_dmwconfig_tvalid & s_axis_dmwconfig_tready) begin
								config_cnt <= config_cnt + 1'b1 ;
								len_unit <= img_w * (chout_perwtile>>3); 
								addr_unit <= img_w * (chout_perwtile<<1); 
								addr_base <= s_axis_dmwconfig_tdata[31:0];
								w_addr <= s_axis_dmwconfig_tdata[31:0];
							end
						end
						3: begin
							if (s_axis_dmwconfig_tvalid & s_axis_dmwconfig_tready) begin
								s_axis_dmwconfig_tready <= 0 ;
								act_len <= s_axis_dmwconfig_tdata;
								channel_shift <= addr_unit * w_tile;
								config_cnt <= config_cnt + 1'b1;
							end
						end
					endcase
					if (config_cnt == 4 && init_weight) begin
						config_cnt <= 0;
						s_axis_dmwconfig_tready <= 'd1;
					end
				end
				DMOVER_CONFIG: begin
					m_axis_s2mm_cmd_tdata  <= w_cmd;
					m_axis_s2mm_cmd_tvalid <= 1;
				end
				DMOVER_WR: begin
					m_axis_s2mm_cmd_tvalid <= 0;
					s_axis_dmw_tready_en   <= 1;
					if(s_axis_dmw_tvalid && s_axis_dmw_tready) begin
						cnt_unit <= cnt_unit + 1;
					end
				end
				ADDR_UPDATE: begin
					s_axis_dmw_tready_en <= 0;
					cnt_unit <= 0;
					if(cnt_package+1 < img_h) begin
						w_addr <= w_addr + channel_shift;
						cnt_package <= cnt_package + 1;
					end
					else begin
						cnt_package <= 0;
						if(cnt_channel+1 < w_tile) begin
							cnt_channel <= cnt_channel + 1;
							addr_base   <= addr_base + addr_unit;
							w_addr      <= addr_base + addr_unit;
						end
						else begin
							cal_over    <= 1'b1;
						end
					end
				end
				SDK_OUTPUT: begin
					if (m_axis_output2ps_tready & m_axis_output2ps_tvalid)
						cnt_sdk_data <= cnt_sdk_data + 'd1;
					if (cnt_sdk_data == act_len)
						m_axis_output2ps_tlast <= 'd1;
					else m_axis_output2ps_tlast <= 'd0;
				end
				END: begin
					cnt_channel            <= 'd0;
					cnt_package            <= 'd0;
					cnt_unit               <= 'd0;
					cnt_tile               <= 'd0;
					chout_perwtile         <= 'd0;
					chout_group_perwram    <= 'd0;
					addr_unit              <= 'd0;
					config_cnt             <= 'd0;
					m_axis_s2mm_cmd_tvalid <= 'd0;
					s_axis_dmw_tready_en   <= 'd0;
					cal_over               <= 'd0;
					cnt_sdk_data           <= 'd0;
					m_axis_output2ps_tlast <= 'd0;
				end
			endcase
		end
	end
endmodule
```

## flow/config.mk

```make
export PLATFORM = sky130hd
export DESIGN_NAME = Dmover_multich_wr
export DESIGN_NICKNAME = Dmover_multich_wr
export VERILOG_FILES = /design/flow/design.v
export SDC_FILE = /design/flow/constraint.sdc
export NUM_CORES = 4
export LEC_CHECK = 1
export CORE_UTILIZATION = 40
```

## flow/constraint.sdc

```tcl
current_design Dmover_multich_wr

set clk_period 10.9
set clk_io_pct 0.2

create_clock -name clk0 -period $clk_period [get_ports {clk}]

set non_clock_inputs [all_inputs -no_clocks]
set_input_delay [expr $clk_period * $clk_io_pct] -clock clk0 $non_clock_inputs
set_output_delay [expr $clk_period * $clk_io_pct] -clock clk0 [all_outputs]
```

==> GITHUB_STEP_SUMMARY <==
### Metrics collected by this job

| Metric | Value |
|---|---|
| Setup TNS | `0 ps` |
| Place WS | `4403 ps` |
| Top-area cell share | `29.46%` |
| CP peak stage delay | `660 ps` |
| Clock root buffer | `clkbuf_16` |
| R2R cell count | `18` |
| CTS hold repair buffers | `0` |
| Largest net degree at the start of global routing | `49` |
| Core area | `0.08395 mm²` |
| Die area | `0.08629 mm²` |
| OpenROAD warning count | `39` |
| Synth Seq Share | `31.93%` |
| Post-DP HPWL | `68640 µm` |
| Die Span Y | `293.8 µm` |
| Worst-Skew Late Latency | `610 ps` |
| Final instance count without filler cells | `4498` |
| WP data required | `11240 ps` |
| Worst Tran Pin Value | `834.5 ps` |
| Slowest CP cell | `edfxtp_1` |
| Initial antenna violation count | `10` |
| Global-route wire length before repair | `139000 µm` |
| Fin Hold WS | `461.8 ps` |
| Input/output buffers | `166` |
| Placed insts | `4414` |
| Bufs on Longest Clock Path | `3` |
| Number of buffers created by CTS | `45` |
| Final hold viol count | `0` |
| IO Count | `615` |
| Chip area in the Yosys report | `0.03405 mm²` |
| Routed Antenna Nets | `0` |
| RePlAce Congestion | `0.9610` |
| Vias post-DR | `23200` |
| Final Cycle Share | `59.20%` |
| Critical-path cell list | `inv_1, nor2_1, fa_1, fa_1, fa_1, inv_1, fa_1, inv_1, ha_1, or3_1, a2111o_1, nand2_1, o211ai_1, o221a_2, a2111oi_0, o21bai_1, a21oi_1, xnor2_1` |
| CP Launch Type | `flop` |
| Cells in synth_stat.txt | `3433` |
| Most frequent CP cell | `fa_1` |
| H-tree levels | `2` |
| Routed len/inst | `20.20 µm` |
| Vias in the first global route | `23200` |
| Clock sink count | `376` |
| Hold path depth | `0` |
| Fmax | `0.1550 GHz` |
| FFs w/ async S/R, synth | `0%` |
| Yosys cell types | `86` |
| Avg Inst Size Synth | `9.918 µm²` |
| Post-layout util | `43.29%` |
| DRC violations left | `0` |
| Peak VDD IR | `0.1357 mV` |
| Flops after synth | `376` |
| Total global routing track utilization | `22.68%` |
| Vias per inst | `5.157` |
| FILL cells | `7961` |
| Synth Flop Type | `edfxtp_1` |
| Top cells by count, synth | `inv_1 (448), edfxtp_1 (334), buf_4 (320)` |
| FP Util | `40.56%` |
| Layout cells sized above 1 | `6.129%` |
| Logic area | `0.01899 mm²` |
| Tmin final | `6453 ps` |
| Layout Area Growth over Synthesis | `6.743%` |
| Total Wirelength | `90850 µm` |
| Critical path endpoint category | `flop` |
| Number of enable flip-flop cells | `334` |
| DRT Pass-1 Iters | `5` |
| Hold Crit Class | `flop to flop` |
| Synth area leader | `edfxtp_1` |
| Max-slew headroom | `43.85%` |
| DRT iter0 DRCs | `1201` |
| Layout Skew | `27.56 ps` |
| RSZ-0062 raised after global routing | `no` |
| Flop area | `0.01087 mm²` |
| Setup Fix Bufs, Post-CTS | `0` |
| Worst endpoint data arrival time | `6790 ps` |
| WS Path Type | `flop to flop` |
| Clock-pin slew on the worst setup and hold paths | `60 ps` |
| Cells after synthesis | `3433` |
| Total congestion overflow | `0` |
| Outcome | `finished, final reports clean` |
| Row count | `106` |
| Power Density | `160.6 mW/mm²` |
| Most frequent cell after synthesis | `inv_1` |
| Leak Pwr | `0.01522 µW` |
| CTS tree | `done` |
| Final slew viol count | `0` |
| Final worst slack | `4447 ps` |
| Mapped Area | `0.03405 mm²` |
| Yosys warning total | `1` |
| Setup violations, final | `0` |
| Die Span X | `293.8 µm` |
| Resized Gates After CTS | `0` |
| Crit-path max FO | `6` |
| Max-cap violations | `0` |
| Synth area leaders | `edfxtp_1 (29%), fa_1 (16%), ha_1 (7.6%)` |
worst paths after layout:
check | slack (ps) | start | end
setup / recovery | 4450 | addr_unit[2] | channel_shift[27]
hold / removal | 460 | w_addr[28] | m_axis_s2mm_cmd_tdata[60]
setup reg to reg | 4450 | addr_unit[2] | channel_shift[27]
hold reg to reg | 460 | w_addr[28] | m_axis_s2mm_cmd_tdata[60]
state kept, by name (all words and copies together), names as in the netlist, 22 cells and up:
register               count
w_addr                    32
cnt_unit                  32
addr_base                 32
cnt_sdk_data              32
addr_unit                 22
m_axis_s2mm_cmd_tdata     54
channel_shift             30
act_len                   32
stage by stage:
step / cell area, µm² / power (µW)
floorplan: 34260 / 3803
global placement: 34880 / 4365
detailed placement: 34880 / 4374
CTS: 36340 / 5910
global route: 36340 / 6335
finish: 36340 / 5837
layer usage:
layer	wire length, µm	global-route usage (%)
met5	84	0.7374
met4	3414	6.529
met3	12260	12.88
met2	39120	31.91
met1	35960	30.67
cells in the final DEF, fill, tap and decap left out, types with 34 or more instances in the layout:
master,netlist,routed
a21o_1,39,39
a21oi_1,98,95
and2_1,201,201
and3_1,41,41
buf_4,320,34
clkbuf_16,0,45
clkdlybuf4s50_1,0,166
conb_1,2,57
dfxtp_1,42,42
edfxtp_1,334,334
fa_1,276,276
ha_1,206,206
inv_1,448,448
mux2_2,73,73
nand2_1,300,300
nand3_1,69,69
nor2_1,188,187
nor2b_1,37,36
nor3_1,45,44
o21ai_0,76,76
xnor2_1,105,105
xor2_1,117,117
power breakdown:
group          switching (µW)  leakage (µW)  internal, µW
logic                    1410        0.0111          1110
clock network             657      0.000696           851
registers                87.3       0.00342          1720
final cells by class:
| cell class | instances | share of cell area (%) |
|---|---|---|
| Sequential cell | 376 | 29.91 |
| Timing Repair Buffer | 200 | 5.274 |
| Multi-Input combinational cell | 2254 | 52.24 |
| Tap cell | 1134 | 3.904 |
| Clock inverter | 25 | 0.7677 |
| Inverter | 450 | 4.647 |
| Clock buffer | 56 | 3.239 |
| Antenna cell | 3 | 0.02066 |
critical path, delay by kind of cell, from the launching register on:
family	cells	cell delay [ps]
buffers and inverters	3	350
flip-flops	1	660
AND-OR/OR-AND	6	1740
XOR/XNOR	1	90
AND/OR/NAND/NOR	3	1050
adder cells (fa/ha/maj)	5	2300
cells by family (layout without fill, tap and decap cells):
family	Yosys count	after routing	synth area share [%]
simple gates	1021	1021	15.13
buf+inv	858	731	13.05
fa+ha+maj	482	482	23.80
compound gates	391	391	7.677
flops	376	376	31.93
xor+xnor	223	223	5.777
mux	80	80	2.620
other cells	2	60	0.02206
Power and IR drop assume default switching activity.
