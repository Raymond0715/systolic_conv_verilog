==> /design/flow/design.v <==
module Weight_Bias_Seperate (
	input clk,
	input rst_n,
	input               s_axis_wbconfig_tvalid,
	output reg          s_axis_wbconfig_tready,
	input [31:0]        s_axis_wbconfig_tdata ,
	input               s_axis_weight_tvalid,
	output              s_axis_weight_tready,
	input [127:0]       s_axis_weight_tdata,
	output              m_axis_weight_tvalid,
	output [127:0]      m_axis_weight_tdata ,
	input               m_axis_weight_tready,
	output              m_axis_bias_tvalid,
	output [127:0]      m_axis_bias_tdata ,
	input               m_axis_bias_tready,
	output [3:0]        status_wbs
);
	reg out_switch;  
	assign m_axis_weight_tvalid = s_axis_weight_tvalid & s_axis_weight_tready & out_switch;
	assign m_axis_bias_tvalid   = s_axis_weight_tvalid & s_axis_weight_tready & (~out_switch);
	assign s_axis_weight_tready = out_switch ? m_axis_weight_tready : m_axis_bias_tready;
	assign m_axis_bias_tdata    = out_switch ? 0 : s_axis_weight_tdata;
	assign m_axis_weight_tdata  = out_switch ? s_axis_weight_tdata : 0;
	reg [30:0] bias_len;  
	reg [31:0] weight_len;  
	reg [31:0] data_cnt;
	reg        source;
	localparam IDLE   = 0;
	localparam BIAS   = 1;
	localparam WEIGHT = 2;
	reg [1:0] cs, ns;
	reg [1:0] config_cnt;
	assign status_wbs = cs;
	always @ (posedge clk) begin
		if (~rst_n) begin
			cs <= IDLE;
		end
		else begin
			cs <= ns;
		end
	end
	always @ (*) begin
		if (~rst_n) begin
			ns = IDLE;
		end
		else begin
			case (cs)
				IDLE : if((config_cnt >= 2) && (source == 1)) ns = BIAS;
				else ns = IDLE;
				BIAS : begin
					if ((data_cnt + 1 == bias_len) && s_axis_weight_tvalid && s_axis_weight_tready)
						ns = WEIGHT;
					else ns = BIAS;
				end
				WEIGHT : begin
					if ((data_cnt + 1 == bias_len + weight_len) && s_axis_weight_tvalid && s_axis_weight_tready)
						ns = IDLE;
					else ns = WEIGHT;
				end
				default: ns = IDLE;
			endcase
		end
	end
	always @ (posedge clk) begin
		if (~rst_n) begin
			data_cnt   <= 'd0 ;
			config_cnt <= 'd0 ;
		end
		else begin
			case (ns)
				IDLE : begin
					out_switch <= 0 ;
					if (s_axis_wbconfig_tvalid & s_axis_wbconfig_tready) begin
						config_cnt <= config_cnt + 1'b1 ;
					end
					else if (config_cnt == 2) begin
						config_cnt <= 'd0 ;
					end
					case (config_cnt)
						0: begin
							bias_len <= s_axis_wbconfig_tdata[30:0] >>2 ;
							source <= s_axis_wbconfig_tdata[31] ;
						end
						1: begin
							weight_len <= s_axis_wbconfig_tdata >>3 ;
						end
					endcase
					if (config_cnt >= 1) s_axis_wbconfig_tready  <= 'd0;
					else s_axis_wbconfig_tready  <= 'd1;
				end
				BIAS : begin
					out_switch <= 0 ;
					config_cnt <= 'd0 ;
					if (s_axis_weight_tvalid & s_axis_weight_tready) data_cnt <= data_cnt + 1 ;
				end
				WEIGHT : begin
					out_switch <= 1 ;
					if (s_axis_weight_tvalid & s_axis_weight_tready) data_cnt <= data_cnt + 1 ;
				end
			endcase
		end
	end
endmodule
==> /design/flow/run.sh <==
#!/bin/bash
# OpenROAD 26Q1-2900-gdf79404cd8, Yosys 0.63+post, stock flow scripts
make -C /OpenROAD-flow-scripts/flow DESIGN_CONFIG=/design/flow/config.mk WORK_HOME=/design/flow/orfs finish
==> /design/flow/config.mk <==
export PLATFORM = sky130hd
export DESIGN_NAME = Weight_Bias_Seperate
export DESIGN_NICKNAME = Weight_Bias_Seperate
export VERILOG_FILES = /design/flow/design.v
export SDC_FILE = /design/flow/constraint.sdc
export NUM_CORES = 4
export LEC_CHECK = 1
export CORE_AREA = 10 10 208 208
export DIE_AREA = 0 0 218 218
==> /design/flow/constraint.sdc <==
current_design Weight_Bias_Seperate

set clk_period 26.9
set clk_io_pct 0.2

create_clock -name clk0 -period $clk_period [get_ports {clk}]

set non_clock_inputs [all_inputs -no_clocks]
set_input_delay [expr $clk_period * $clk_io_pct] -clock clk0 $non_clock_inputs
set_output_delay [expr $clk_period * $clk_io_pct] -clock clk0 [all_outputs]
==> CHANGELOG.md <==
### Physical design

- Layout area overhead: 58.75%
- Synth Warn #: 1
- Complex Gates by Area: 12.69%
- Vias per std cell: 4.487
- Final-layout fill cell count: 3971
- TritonCTS clock tree: done
- Final Cycle Share: 45.65%
- Most used routing layer: met2
- Vias: 8637
- Tmin final: 12.28 ns
- Hold Vio Cnt, Final: 0
- Worst rel slew slack: 43.68%
- FP Util: 22.12%
- Reg area: 2552 um^2
- Ys cells: 1016
- Drt drc: 0
- Most frequent cells in the layout: clkdlybuf4s50_1 (425), and2_1 (151), nor2b_1 (137)
- Syn Area/Cell: 8.435 um^2
- Post-synth mux share: 0.8322%
- Cells along the critical path: clkdlybuf4s50_1 -> nor2b_1 -> clkdlybuf4s50_1
- Post-synth seq share: 29.79%
- Simple Share, Synth: 34.82%
- Registers, synthesis: 97
- Critical Path Most Common Cell: clkdlybuf4s50_1
- Slowest cell on the critical path: clkdlybuf4s50_1
- Final Skew: 0.007682 ns
- WL final: 44.87 mm
- Power per cell area: 34.90 nW/um^2
- Yosys chip area: 8569 um^2
- Clk slew on worst S/H paths: 0.07 ns
- First DRT Iteration DRCs: 569
- Setup Buffers After CTS: 0
- CP Buf/Inv Count: 2
- I/O pin count: 430
- Peak supply drop: 0.02931 mV
- GRT overflow: 0
- Worst hold slack: 0.5124 ns
- Routed Antenna Nets: 0
- Drt wl/cell: 23.31 um
- Row cnt: 72
- Fraction of registers with async set/reset: 0%
- Met2 usage in global routing: 32.01%
- DPL Wire Length: 39.52 mm
- DIE WIDTH: 218 um
- Tool warnings: 36
- Maxcap violations: 0
- Mapped Area: 8569 um^2
- P_leak: 4.780 nW
- Comb area leader: simple AND/OR/NAND/NOR gates
- Final Slew Violations: 0
- CTS root buf: clkbuf_16
- Share of layout cells above drive strength 1: 2.281%
- Critical path's top delay family: buffers and inverters
- Post-synth EDFFs: 61
- DIE AREA: 47520 um^2
- FF-to-FF setup slack: 20.93 ns
- Met3 Usage GRT: 5.638%
- Synth Flop Type: edfxtp_1
- RSZ-0062 raised after global routing: false
- Hold crit path type: reg2reg
- TritonCTS Buffers: 9
- CTS hold repair buffers: 0
- Most numerous logic cell after layout: clkdlybuf4s50_1
- CTS H-Tree Depth: 3
- CTS Buffer Depth: 2
- Clock Sink Count: 97
- Distinct lib cells: 65
- GR Util met1: 20.53%
- Core ar.: 38740 um^2
- Slew @ Worst Pin: 0.8448 ns
- Clk ins delay skew pair: 0.35 ns
- Vias in the first global route: 8272
- Syn Inst Count: 1016
- PostCTS Resize Cnt: 0
- Setup tns final: 0 ns
- Worst endpoint required time: 21.52 ns
- Worst setup SP type: input pin
- Status: complete, no violations
- Maximum number of pins on one net before global-route repair: 106
- Setup crit end kind: output pin
- Die boundary height: 218 um
- CP max stage delay: 0.67 ns
- Fmax: 81.43 MHz
- Initial antenna violation count: 12
- Largest fanout on the critical path: 2
- First-pass GRT wire length: 61.09 mm
- Placer Congestion: 0.9335
- Gate Area: 5715 um^2
- Endpoints failing setup: 0
- DR pass1 iterations: 5
- Critical path class: in2out
- XOR-XNOR Cells, Area Fraction: 12.48%
- Yosys adder share: 5.782%
- GRT Resource Usage Total: 18.03%
- Critical Path AT: 6.90 ns
- Buffers on Ports: 425
==> state kept, by name, indices dropped and copies added (netlist names) <==
register	count
bias_len	29
config_cnt	2
cs	2
data_cnt	32
out_switch	1
s_axis_wbconfig_tready	1
source	1
weight_len	29
==> logic make-up after synthesis <==
| family | after synthesis |
|---|---|
| other | 1 |
| and+or+nand+nor | 515 |
| xor gates and xnor gates | 119 |
| DFF | 97 |
| buffers and inverters | 78 |
| adders and majority gates | 39 |
| AOI/OAI and AO/OA | 160 |
| muxes | 7 |
==> synth_stat cells (3+ instances only) <==
cell type  instances  share of area (%)
a211oi_1           5               0.44
clkbuf_1          55                2.4
nand3b_1           4               0.35
a21o_1            16                1.4
or4_1              4               0.35
mux2i_1            6               0.70
nand3_1           20                1.2
nand4_1           22                1.6
edfxtp_1          61                 21
a21boi_0          15                1.3
or3_1             18                1.3
nor2_1            39                1.7
o31ai_1            3               0.26
o21ai_0           35                2.0
and3_1            10               0.73
a311oi_1           3               0.31
o211a_1            3               0.35
o211ai_1           9               0.79
ha_1              38                5.5
a21oi_1           28                1.6
nor2b_1          137                 10
nand2_1           53                2.3
inv_1             16               0.70
o22ai_1            3               0.22
o21bai_1           4               0.35
nor3b_1            4               0.35
nor4_1             7               0.51
and2_1           151                 11
o2111ai_1          4               0.41
nand2b_1           4               0.29
a31oi_1            5               0.37
o21a_1             6               0.53
xnor2_1           90                9.2
dfxtp_1           36                8.4
or2_2              4               0.29
and4_1             6               0.61
xor2_1            27                2.8
buf_2              3               0.18
nor3_1            27                1.6
==> worst min-delay path: stages, from the launching register on <==
cell	delay (ns)
dfxtp_1	0.34
nand2_1	0.06
a21boi_0	0.07
==> layout make-up <==
cell class | count | share of cell area [%]
multi-input combinational | 842 | 42.01
timing repair buffer | 432 | 31.66
sequential | 97 | 18.76
tap | 518 | 4.764
clock buffer | 13 | 2.152
inverter | 16 | 0.4415
clock inverter | 3 | 0.1380
antenna | 4 | 0.07358
==> per-stage QoR <==
| stage | setup WS [ns] | utilization, % | instances | power, W | cell area (um^2) |
|---|---|---|---|---|---|
| after floorplan | 15.92 | - | 1017 | 0.0002518 | 8573 |
| after global placement | 14.50 | 34.29 | 1905 | 0.0003465 | 13280 |
| final | 14.62 | 35.12 | 1925 | 0.0004747 | 13600 |
| after global routing | 14.51 | 35.11 | 1924 | 0.0005005 | 13600 |
| after CTS | 14.49 | 35.09 | 1921 | 0.0004807 | 13590 |
| after detailed placement | 14.49 | 34.29 | 1905 | 0.0003465 | 13280 |
==> routing by layer <==
metal	part of all wire [%]	vias up
li1	-	4295
met1	37	4014
met2	51	283
met3	8.5	43
met4	2.5	2
met5	0.029	-
==> power breakdown <==
part	leakage [nW]	internal (W)	switching [W]
registers	0.861	0.000168	0.00000649
clock network	0.156	0.0000764	0.0000562
logic	3.76	0.0000917	0.0000758
==> worst paths after layout <==
check / start / to / cells past startpoint
worst max-delay path: s_axis_weight_tdata[95] / m_axis_bias_tdata[95] / 3
worst min-delay path: data_cnt[1] / data_cnt[1] / 2
worst max register to register: bias_len[0] / data_cnt[20] / 18
worst min register to register: data_cnt[1] / data_cnt[1] / 2
Power and IR drop assume default switching activity.
